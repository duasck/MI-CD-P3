## design/flow/design.v

```verilog
module MEF (
    input wire clk,
    input wire reset,
    input wire cheio,
    input wire gotejamento,
    input wire aspersao,
    input wire erro_nivel,
	 input wire countLi,
    output reg [2:0] state,
    output reg enchendo_saida,
    output reg cheio_saida,
    output reg gotejamento_saida,
    output reg aspersao_saida,
    output reg limpeza_saida,
    output reg erro_saida
);
    parameter ESTADO_ENCHENDO = 3'b000,
				  ESTADO_CHEIO = 3'b001,
				  ESTADO_GOTEJANDO = 3'b010,
				  ESTADO_ASPERSAO = 3'b011,
				  ESTADO_LIMPEZA = 3'b100,
				  ESTADO_ERRO = 3'b101;
    reg [2:0] current_state, next_state;
    always @(posedge clk or posedge reset) begin
        if (reset)
            current_state <= ESTADO_ENCHENDO;
        else
            current_state <= next_state;
    end
    always @(*) begin
        case (current_state)
            ESTADO_ENCHENDO: begin
                if (cheio && !erro_nivel)
                    next_state = ESTADO_CHEIO;
                else if (erro_nivel)
                    next_state = ESTADO_ERRO;
                else
                    next_state = ESTADO_ENCHENDO;
            end
            ESTADO_CHEIO: begin
                if (gotejamento && !erro_nivel)
                    next_state = ESTADO_GOTEJANDO;
                else if (aspersao && !erro_nivel)
                    next_state = ESTADO_ASPERSAO;
					 else if (erro_nivel)
                    next_state = ESTADO_ERRO;
                else
                    next_state = ESTADO_CHEIO;
            end
            ESTADO_GOTEJANDO: begin
                if (!gotejamento && !erro_nivel)
                    next_state = ESTADO_LIMPEZA;
                else if (erro_nivel)
                    next_state = ESTADO_ERRO;
                else
                    next_state = ESTADO_GOTEJANDO;
            end
            ESTADO_ASPERSAO: begin
                if (!aspersao && !erro_nivel)
                    next_state = ESTADO_LIMPEZA;
                else if (erro_nivel)
                    next_state = ESTADO_ERRO;
                else
                    next_state = ESTADO_ASPERSAO;
            end
            ESTADO_LIMPEZA: begin
                if (!cheio && !erro_nivel && countLi)
						  next_state = ESTADO_ENCHENDO;
					 else if(erro_nivel)
						  next_state = ESTADO_ERRO; 
					 else
						  next_state = ESTADO_LIMPEZA;
            end
            ESTADO_ERRO: begin
                if (!erro_nivel && !cheio)
                    next_state = ESTADO_ENCHENDO;
                else
                    next_state = ESTADO_ERRO;
            end
        endcase
    end
    always @(posedge clk or posedge reset) begin
        if (reset) begin
            enchendo_saida <= 1'b0;
            cheio_saida <= 1'b0;
            gotejamento_saida <= 1'b0;
            aspersao_saida <= 1'b0;
            limpeza_saida <= 1'b0;
            erro_saida <= 1'b0;
        end else begin
            enchendo_saida <= (current_state == ESTADO_ENCHENDO);
            cheio_saida <= (current_state == ESTADO_CHEIO);
            gotejamento_saida <= (current_state == ESTADO_GOTEJANDO);
            aspersao_saida <= (current_state == ESTADO_ASPERSAO);
            limpeza_saida <= (current_state == ESTADO_LIMPEZA);
            erro_saida <= (current_state == ESTADO_ERRO);
        end
    end
     always @(current_state) begin
        state = current_state;
    end
endmodule
```

## design/flow/run.sh

```bash
#!/bin/bash
# OpenROAD 26Q1-2900-gdf79404cd8, Yosys 0.63+post, stock flow scripts
make -C /OpenROAD-flow-scripts/flow DESIGN_CONFIG=/design/flow/config.mk WORK_HOME=/design/flow/orfs finish
```

## design/flow/config.mk

```make
export PLATFORM = sky130hd
export DESIGN_NAME = MEF
export DESIGN_NICKNAME = MEF
export VERILOG_FILES = /design/flow/design.v
export SDC_FILE = /design/flow/constraint.sdc
export NUM_CORES = 4
export LEC_CHECK = 1
export CORE_AREA = 10 10 70 70
export DIE_AREA = 0 0 80 80
```

## design/flow/constraint.sdc

```tcl
current_design MEF

set clk_period 1.8
set clk_io_pct 0.2

create_clock -name clk0 -period $clk_period [get_ports {clk}]

set non_clock_inputs [all_inputs -no_clocks]
set_input_delay [expr $clk_period * $clk_io_pct] -clock clk0 $non_clock_inputs
set_output_delay [expr $clk_period * $clk_io_pct] -clock clk0 [all_outputs]
```

==> impl_metrics.tcl <==
# place-and-route summary
set metrics [dict create \
    untimed_endpoints 6 \
    drt-wirelength-per-cell_microns 9.58 \
    clk_path_buf_depth 2 \
    globalplace.congestion 0.801 \
    drc 0 \
    cp.arrival_ns 1.32 \
    ys.flops 12 \
    die_h_microns 80 \
    vias 370 \
    grt_pass1_wl_mm 1.61 \
    status "finished, final reports clean" \
    first_iter_violations 26 \
    path_cells "clkdlybuf4s50_1" \
    grt_pass1_vias 339 \
    worstPathRequired_ns 1.44 \
    hold_path_class "input pin to async pin" \
    grt_usage_pct 3.04 \
    critical_path_buf_inv_count 1 \
    vias_per_cell 3.49 \
    placed_cell_area_sq_um 642 \
    rsz0062_at_grt "no" \
    skew_ns 0.00439 \
    globalRouteOverflowTotal 0 \
    core_util_floorplan_pct 12.9 \
    die_area_sq_um 6400 \
    worst_pin_slew_ns 0.337 \
    hold_viol 0 \
    layout_min_cycle_time_ns 1.68 \
    cts_tree "done" \
    drv_slew 0 \
    root_buffer "clkbuf_4" \
    peakVddDrop_mv 0.124 \
    antenna_found_initial 0 \
    antenna_left 0 \
    postCtsHoldBufs 0 \
    utilization_pct 19.6 \
    syn_area_per_cell_sq_um 10.3 \
    dr.pass1.iters 4 \
    syn_area_sq_um 442 \
    ys_warn_count 1 \
    crit_path_start_kind "flop" \
    netlist_instances 43 \
    cts-buffers-inserted 3 \
    yosys.cell_types.count 22 \
    yosys_cells 43 \
    grt_max_degree 14 \
    crit_family "buffers and inverters" \
    flop_area_sq_um 272 \
    drive_above_1_share_pct 10.0 \
    n_antenna_cell 0 \
    dieWidth_microns 80 \
    clk_pin_slew_ns 0.06 \
    htree_levels 1 \
    finalSetupViolCount 0 \
    fillers 387 \
    maxCapViolCount 0 \
    io_pins 16 \
    unclocked_pins 3 \
    fin_crit_sh_pct 93.2 \
    rows 21 \
    critPathKind "flop to output pin" \
    core_area_sq_um 3420 \
    routed_wl_mm 1.02 \
    clock_latency_ns 0.25 \
    tns_ns 0 \
    cp-end-kind "output pin" \
    max-slew-margin-rel_pct 77.5 \
    crit_fanout 11 \
    yosys_area_sq_um 442 \
    power_uw 381 \
    slowest_stage "clkdlybuf4s50_1" \
    leakage_uw 0.000272 \
    dp_hpwl_microns 844 \
    fmax_ghz 0.596 \
    warnings 25 \
    syn2layout_area_growth_pct 51.6 \
    mi_logic_area_sq_um 149 \
    power_density_nw_per_um2 569 \
    design_area_sq_um 669 \
    portBuffers 15 \
    worst_path_largest_cell_delay_ns 0.54 \
]
worst paths after layout:
kind / start / end / slack (ns) / cells past startpoint
max: current_state[2] / state[2] / 0.12 / 1
min: reset / current_state[2] / 0.37 / 2
max reg2reg: current_state[2] / limpeza_saida / 0.86 / 2
min reg2reg: current_state[0] / gotejamento_saida / 0.61 / 1
max in group asynchronous: reset / current_state[0] / 1.16 / 2
min in group clk0: current_state[0] / gotejamento_saida / 0.61 / 1
where the power goes:
| part | switching [uW] | total (uW) | leakage [uW] | internal [uW] |
|---|---|---|---|---|
| registers | 0.441 | 204 | 0.000138 | 203 |
| logic | 12.7 | 29.2 | 0.000119 | 16.6 |
| clock network | 62.8 | 148 | 0.0000150 | 84.9 |
| total | 75.9 | 381 | 0.000272 | 305 |
synth_stat cells:
cell type	instances	area (sq um)
a211oi_2	1	12.5
a21oi_1	2	10.0
a31oi_1	1	6.26
and3_1	1	6.26
clkbuf_1	2	7.51
dfrtp_1	9	225
dlxtn_1	3	45.0
inv_1	3	11.3
inv_2	1	3.75
nand2_1	3	11.3
nand2b_1	2	12.5
nor2_1	3	11.3
nor2b_1	1	6.26
nor3_1	3	15.0
o2111ai_1	1	8.76
o211ai_1	1	7.51
o21ai_0	1	5.00
o21ai_1	1	5.00
o21bai_1	1	7.51
o221ai_1	1	8.76
o2bb2ai_1	1	8.76
or3_1	1	6.26
through the flow:
step / setup WS [ns] / hold slack (ns) / instances
after floorplan: 0.887 / 0.188 / 43
after global placement: 0.358 / 0.608 / 102
after detailed placement: 0.343 / 0.616 / 102
after CTS: 0.0566 / 0.366 / 106
after global routing: 0.0494 / 0.402 / 106
final: 0.123 / 0.368 / 106
cell type report:
cell class              instances  share of cell area [%]
repair buffers                 15                    22.4
multi-input cells              25                    22.2
well taps                      46                    8.60
clock buffers                   4                    3.93
inverters                       4                    2.24
flip-flops and latches         12                    40.6
placed cells by master (no fill, tap or decap):
cell type / netlist / layout
nor2_1: 3 / 3
inv_2: 1 / 1
nand2b_1: 2 / 2
clkdlybuf4s50_1: 0 / 15
dfrtp_1: 9 / 8
o21ai_1: 1 / 1
and3_1: 1 / 1
o221ai_1: 1 / 1
a21oi_1: 2 / 2
dlxtn_1: 3 / 3
o211ai_1: 1 / 1
o21bai_1: 1 / 1
a31oi_1: 1 / 1
o2bb2ai_1: 1 / 1
nand2_1: 3 / 3
or3_1: 1 / 1
inv_1: 3 / 3
nor3_1: 3 / 3
clkbuf_1: 2 / 1
dfrtp_2: 0 / 1
nor2b_1: 1 / 1
o21ai_0: 1 / 1
clkbuf_4: 0 / 3
a211oi_2: 1 / 1
o2111ai_1: 1 / 1
logic make-up after synthesis:
logic type | after synthesis | share of synthesized area (%)
AND-OR/OR-AND | 11 | 18.1
AND/OR/NAND/NOR | 14 | 15.6
flip-flops | 9 | 51.0
latches | 3 | 10.2
buffers and inverters | 6 | 5.10
sequential cells by signal (all words and copies together), names as in the netlist:
register	count
current_state	3
next_state	3
aspersao_saida	1
cheio_saida	1
enchendo_saida	1
erro_saida	1
gotejamento_saida	1
limpeza_saida	1
metal layers:
metal	global-route usage (%)	up-vias	part of all wire (%)	wire [microns]
li1	-	181	-	-
met1	4.02	170	43	436
met2	3.69	17	36	364
met3	2.39	2	20	208
met4	0.704	0	0.59	6
met5	0	-	0	0
timing repair:
| item | 4_1_cts | 5_1_grt |
|---|---|---|
| endpoints found under the setup margin | 0 | 1 |
| gates resized | 0 | 1 |
| setup buffers | 0 | 0 |
Power and IR drop assume default switching activity.
