[design/flow/run.sh]
#!/bin/bash
# OpenROAD 26Q1-2900-gdf79404cd8, Yosys 0.63+post, stock flow scripts
make -C /OpenROAD-flow-scripts/flow DESIGN_CONFIG=/design/flow/config.mk WORK_HOME=/design/flow/orfs finish
[design/flow/constraint.sdc]
current_design divisorLeds

set clk_period 1.0
set clk_io_pct 0.2

create_clock -name clk0 -period $clk_period [get_ports {clk}]

set non_clock_inputs [all_inputs -no_clocks]
set_input_delay [expr $clk_period * $clk_io_pct] -clock clk0 $non_clock_inputs
set_output_delay [expr $clk_period * $clk_io_pct] -clock clk0 [all_outputs]
[design/flow/design.v]
module d_ff ( 
    input wire clk,       
    input wire reset,     
    input wire D,         
    output reg Q          
);
    always @(posedge clk or posedge reset) begin
        if (reset)               
            Q <= 1'b0;           
        else                     
            Q <= D;              
    end
endmodule
module divisorLeds (
    input wire clk,           
    input wire reset,         
    output wire clkLeds       
);
    wire [14:0] d;            
    wire [14:0] q;            
    d_ff dff_0 (.clk(clk), .reset(reset), .D(~q[0]), .Q(q[0]));
    d_ff dff_1 (.clk(q[0]), .reset(reset), .D(~q[1]), .Q(q[1]));
    d_ff dff_2 (.clk(q[1]), .reset(reset), .D(~q[2]), .Q(q[2]));
    d_ff dff_3 (.clk(q[2]), .reset(reset), .D(~q[3]), .Q(q[3]));
    d_ff dff_4 (.clk(q[3]), .reset(reset), .D(~q[4]), .Q(q[4]));
    d_ff dff_5 (.clk(q[4]), .reset(reset), .D(~q[5]), .Q(q[5]));
    d_ff dff_6 (.clk(q[5]), .reset(reset), .D(~q[6]), .Q(q[6]));
    d_ff dff_7 (.clk(q[6]), .reset(reset), .D(~q[7]), .Q(q[7]));
    d_ff dff_8 (.clk(q[7]), .reset(reset), .D(~q[8]), .Q(q[8]));
    d_ff dff_9 (.clk(q[8]), .reset(reset), .D(~q[9]), .Q(q[9]));
    d_ff dff_10 (.clk(q[9]), .reset(reset), .D(~q[10]), .Q(q[10]));
    d_ff dff_11 (.clk(q[10]), .reset(reset), .D(~q[11]), .Q(q[11]));
    d_ff dff_12 (.clk(q[11]), .reset(reset), .D(~q[12]), .Q(q[12]));
    d_ff dff_13 (.clk(q[12]), .reset(reset), .D(~q[13]), .Q(q[13]));
    d_ff dff_14 (.clk(q[13]), .reset(reset), .D(~q[14]), .Q(q[14]));
    d_ff dff_15 (.clk(q[14]), .reset(reset), .D(~clkLeds), .Q(clkLeds));   
endmodule
[design/flow/config.mk]
export PLATFORM = sky130hd
export DESIGN_NAME = divisorLeds
export DESIGN_NICKNAME = divisorLeds
export VERILOG_FILES = /design/flow/design.v
export SDC_FILE = /design/flow/constraint.sdc
export NUM_CORES = 4
export LEC_CHECK = 1
export CORE_AREA = 10 10 83 83
export DIE_AREA = 0 0 93 93
==> flow_summary_export.csv <==
group,metric,value,unit
min_path,hold_path.class,"primary input to asynchronous set/reset pin",
pwr,leakagePower,0.248,nW
routing,via_per_inst,1.81,
layout,nFillCells,598,
setup_path,rrSetupSlack,0.52,ns
routing,insertedDiodeCount,0,
synthesis,ys_cells,33,
setup_path,reg2reg_depth,1,
synthesis,top_cells_by_count,"inv_1, dfrtp_1",
setup_path,end_kind,"asynchronous set/reset pin",
layout,logic_gates,0,
routing,drt-wirelength-per-cell,4.48,um
clock_tree,post_cts_buffers,0,
timing,finalSetupTns,0,ns
synthesis,most_common_cell,"inv_1",
global_routing,grtUsageMet3,0.00323,
timing,tightest_slew,0.180,ns
floorplan,die_y,93,um
timing,skew,0,ns
routing,wl,475,um
floorplan,num_io_pins,3,
global_routing,grt_max_degree,16,
setup_path,critical_path_depth,2,
setup_path,rr_endpoint,"dff_0.Q$_DFF_PP0_",
timing,unclocked_pins,15,
routing,dr.pass1.iters,3,
clock_tree,hold_buffers,0,
floorplan,die-area,0.00865,mm^2
clock_tree,clock.latency.late_pin,0,ns
synthesis,ys_top_cells_by_area,"dfrtp_1, inv_1",
pwr,peakVddDrop,0.0591,mV
global_routing,grt_overflow,0,
placed_design,place.gp.congestion,0.704,
synthesis,top_area_frac,0.863,
placed_design,io_buffers,2,
layout,area_growth,24.8,%
setup_path,crit_slowest_cell,"clkdlybuf4s50_1",
timing,slew_headroom,0.880,
placed_design,dp_hpwl,436,um
synthesis,synth_flops,16,
synthesis,ys_seq_share,0.863,
routing,vias,192,
synthesis,yosys_area,464,um^2
clock_tree,cts.clk_slew.worst_paths,0,ns
setup_path,path_buffers,2,
global_routing,met1_usage,0.0189,
global_routing,grt_pass1_vias,194,
setup_path,cp.required,1.20,ns
layout,drive_gt1_frac,0.0278,
timing,fmax,1970,MHz
timing,rsz0062_at_grt,"false",
timing,setup_viol,0,
timing,untimed_endpoints,16,
flow_run,cap_viol_max_count,0,
floorplan,fp-utilization,0.0903,
layout,comb_area,0,um^2
flow_run,warnings,28,
timing,min_period,0.508,ns
floorplan,core.rowCount,26,
status,status,"finished, final reports clean",
setup_path,arrival,0.71,ns
setup_path,crit_family,"buffers and inverters",
synthesis,flop_cell,"dfrtp_1",
timing,hold_viol,0,
setup_path,start_kind,"primary input",
setup_path,rr_startpoint,"dff_0.Q$_DFF_PP0_",
global_routing,antenna_found_initial,0,
global_routing,grt_pass1_wl,876,um
routing,drtAntennaViolNets,0,
global_routing,gr-usage-all-layers,0.0117,
routing,first_iter_violations,6,
global_routing,grt.busiest_layer,"met1",
floorplan,die_w,93,um
synthesis,syn_avg_cell_area,14.1,um^2
timing,timing.hold.ws,0.378,ns
setup_path,worstPathMaxFanout,2,
global_routing,met2_usage,0.0158,
routing,drc,0,
synthesis,postSynthCellCount,33,
pwr,p_per_area,103,mW/mm^2
setup_path,cp_cell_sequence,"clkdlybuf4s50_1 -> inv_1",
synthesis,yosysWarnings,1,
timing,final.period_utilization,0.508,
timing,slew_violations,0,
synthesis,ys_types,2,
synthesis,yosys.area.top_type,"dfrtp_1",
setup_path,max_stage_delay,0.40,ns
synthesis,edf_count,0,
floorplan,core-area,0.00514,mm^2
clock_tree,post_cts_resized,0,
synthesis,synthesis.area,464,um^2
setup_path,path_class,"primary input to asynchronous set/reset pin",
synthesis,async_flop_share,1.00,
metal layers:
layer | vias to the layer above | part of all wire
met2 | 3 | 0.35
li1 | 89 | -
met1 | 100 | 0.59
met4 | 0 | 0
met3 | 0 | 0.063
met5 | - | 0
power by group:
part / leakage (nW) / total [mW] / internal [mW] / switching, mW
clock: 0 / 0 / 0 / 0
sequential: 0.227 / 0.0406 / 0.0406 / 0
combinational: 0.0206 / 0.0192 / 0.00626 / 0.0130
total: 0.248 / 0.0598 / 0.0468 / 0.0130
area by class of cell:
type | instances | area (um^2) | share of cell area
inverters | 17 | 63.8 | 0.110
well taps | 70 | 87.6 | 0.151
flip-flops and latches | 16 | 400 | 0.691
repair buffers | 3 | 27.5 | 0.0475
stage by stage:
stage	util	power, mW	instance area, um^2	worst slack (ns)	instances
after global routing	0.113	0.0630	579	0.442	106
after global placement	0.113	0.0592	579	0.499	106
after CTS	0.113	0.0607	579	0.488	106
after floorplan	-	0.0503	464	0.542	33
after detailed placement	0.113	0.0606	579	0.484	106
final	0.113	0.0598	579	0.492	106
placed cells by master (no fill, tap or decap), drive strengths merged:
| cell type | count |
|---|---|
| inv | 17 |
| dfrtp | 16 |
| clkdlybuf4s50 | 2 |
| buf | 1 |
flip-flops by register name (all words and copies together), names as in the netlist:
register  cells
dff_0.Q       1
dff_1.Q       1
dff_10.Q      1
dff_11.Q      1
dff_12.Q      1
dff_13.Q      1
dff_14.Q      1
dff_15.Q      1
dff_2.Q       1
dff_3.Q       1
dff_4.Q       1
dff_5.Q       1
dff_6.Q       1
dff_7.Q       1
dff_8.Q       1
dff_9.Q       1
how the worst max path moves through the flow:
stage	from	to
CTS	reset	dff_0.Q$_DFF_PP0_
global route	reset	dff_0.Q$_DFF_PP0_
finish	reset	dff_0.Q$_DFF_PP0_
kinds of logic after synthesis:
family / after synthesis / share of synthesized area
buf+inv: 17 / 0.137
flops: 16 / 0.863
Power figures rest on the tool's default switching activity, not on a simulated workload.
