===== design.v =====
module contador_BCD_decrescente(
    input wire clk,         
    input wire rst,         
    input wire [3:0] data,  
    output wire [3:0] bcd,   
    output reg carry        
);
    reg [3:0] count;
    reg load;
    always @(posedge clk or posedge rst) begin
        if (rst) begin
            count <= 4'b1001;  
            load <= 1'b1;      
            carry <= 1'b0;     
        end else begin
            if (load) begin
                count <= data;  
                load <= 1'b0;   
            end else begin
                if (count == 4'b0000) begin
                    carry <= 1'b1;   
                    count <= 4'b1001;  
                end else begin
                    carry <= 1'b0;   
                    count <= count - 1;  
                end
            end
        end
    end
    assign bcd = count;  
endmodule
module contador_de_segundos(
    input wire clk,              
	 input wire reset,			   
    input wire [3:0] uni_segundos_in,  
    input wire [3:0] dez_segundos_in,       
    output wire timeout,          
	 output wire [3:0] uni_segundos,  
    output wire [3:0] dez_segundos
);
	wire clk_dez, carry;
	contador_BCD_decrescente contador_unidade (
		 .clk(clk),
		 .rst(reset),
		 .data(uni_segundos_in),
		 .bcd(uni_segundos),
		 .carry(clk_dez)
	);
	contador_BCD_decrescente contador_dezena (
		 .clk(clk_dez),
		 .rst(reset),
		 .data(dez_segundos_in),
		 .bcd(dez_segundos),
		 .carry(carry)
	);
	assign timeout = carry & clk_dez;
endmodule

===== config.mk =====
export PLATFORM = sky130hd
export DESIGN_NAME = contador_de_segundos
export DESIGN_NICKNAME = contador_de_segundos
export VERILOG_FILES = /design/flow/design.v
export SDC_FILE = /design/flow/constraint.sdc
export NUM_CORES = 4
export LEC_CHECK = 1
export CORE_AREA = 10 10 83 83
export DIE_AREA = 0 0 93 93

===== run.sh =====
#!/bin/bash
# OpenROAD 26Q1-2900-gdf79404cd8, Yosys 0.63+post, stock flow scripts
make -C /OpenROAD-flow-scripts/flow DESIGN_CONFIG=/design/flow/config.mk WORK_HOME=/design/flow/orfs finish

===== constraint.sdc =====
current_design contador_de_segundos

set clk_period 2.1
set clk_io_pct 0.2

create_clock -name clk0 -period $clk_period [get_ports {clk}]

set non_clock_inputs [all_inputs -no_clocks]
set_input_delay [expr $clk_period * $clk_io_pct] -clock clk0 $non_clock_inputs
set_output_delay [expr $clk_period * $clk_io_pct] -clock clk0 [all_outputs]

==> job_summary.md <==
## PnR job results

| Metric | Value |
|---|---|
| Post-route ant nets | 0 |
| Crit-path max FO | 5 |
| Crit path from | contador_unidade.count[3] |
| RSZ-0062 raised after global routing | false |
| CP Class | reg2out |
| CTS Buf Count | 3 |
| Port Buffer Count | 18 |
| Max-slew violation count | 0 |
| Die Height | approximately 93 um |
| Worst Path Arrival | between 1 and 1.5 ns |
| Worst-skew pair later-pin latency | about 0.22 ns |
| Data required time of the worst path | ~1.7 ns |
| Setup WS pre-CTS | a little over 0.6 ns |
| Antenna violations before repair | 0 |
| GPL Wtd Cong | 0.735 |
| Root buf cell | clkbuf_8 |
| Yosys top cell by area | dfstp_2 |
| Core Region | ~5100 um2 |
| Clock Skew | about 0.0025 ns |
| Final hold violations | 0 |
| Routed WL | around 1200 um |
| Gr ovfl total | 0 |
| Die Size | between 8000 and 9000 um2 |
| First-pass GRT wire length | roughly 2100 um |
| Yosys reg bits | 12 |
| TritonCTS clock tree | yes |
| Tot GR Track Use | ~3.0% |
| Worst vdd ir | between 0.3 and 0.4 mV |
| Period minus WS final | approximately 1.7 ns |
| Number of buffers added for setup after CTS | 0 |
| Reg2Reg Setup Slack | roughly 0.97 ns |
| Drt first pass iters | 2 |
| Register area share after synthesis | between 50% and 60% |
| Fmax | approximately 0.6 GHz |
| Worst r2r src | contador_unidade.count[0] |
| Post-Syn Instances | roughly 51 |
| Via/cell ratio | between 2 and 3 |
| Crit start category | flip-flop |
| Yosys Instances | ~50 |
| Critical Path End Type | primary output |
| Reg clk slew, reported paths | roughly 0.04 ns |
| Cell chain of the critical path | clkdlybuf4s50_1 |
| Tool warnings | 25 |
| Register pins left without a clock | 6 |
| Buf+Inv Stages, Crit Path | 1 |
| Fin Setup TNS | 0 ns |
| Endpoints left unconstrained | 9 |
| Leak | 0.320 nW |
| Cell Pwr Density | 547 nW/um2 |
| Final setup viols | 0 |
| Post-cts resize count | 0 |
| Slowest-stage cell, CP | dfstp_2 |
| Maxcap violations | 0 |
| Top-area cell share | between 20% and 30% |
| Chip area line of the yosys report | between 500 and 600 um2 |
| Top area cell types | dfstp_2 (29%), dfrtp_1 (28%), nand2_1 (6.9%) |
| 1st-iter DRT viols | 14 |
| # rows | 26 |
| Dpl hpwl | 953 um |
| Number of global-route vias before repair | roughly 420 |
| Total number of vias | between 400 and 500 |
| DRC Markers | 0 |
| CTS Hold Bufs | 0 |
| Area Overhead vs Synth | 56.8% |
| Ratio of cells with drive above 1 in the final layout | about 22% |
| H-tree depth | 1 |
| Initial Util | about a tenth |
| Die Width | approximately 93 um |
| Largest net degree at the start of global routing | 13 |
| Synthesized area | approximately 540 um2 |
| Synth warn | 1 |
| Status | complete, no violations |
| DR WL/cell | approximately 8.6 um |
| N_diodes | 0 |
| FILL cells | roughly 600 |
| Slowest cell delay on critical path | approximately 0.57 ns |
| Hold WC Path Type | in2async |
| I/O pins | 19 |
| CTS max path bufs | 2 |
| Top delay family on crit path | flip-flops |
| Synth Area per Inst | 10.7 um2 |
| Final setup margin | slightly below 0.4 ns |
| Post-synthesis cell type count | 19 |
| Cycle use final | slightly above 80% |
-- final cells by class --
class                      instances  area, um2  share of cell area (%)
clock buffer                       4       45.0                    5.28
tap                               70       87.6                    10.3
multi-input combinational         37        229                    26.8
sequential                        12        308                    36.1
inverter                           1       3.75                   0.440
timing repair buffer              18        180                    21.1
-- where the power goes --
group          switching (W)  internal [W]
sequential         0.0000317      0.000156
combinational      0.0000285     0.0000660
clock              0.0000534      0.000131
total               0.000114      0.000353
-- synthesized netlist by cell type --
cell type / n
dfrtp_1: 6
nor3_1: 1
xnor2_1: 2
o21ai_0: 3
and2_1: 1
o41ai_2: 2
mux2_2: 2
a21oi_1: 3
inv_1: 1
or2_4: 2
nand2_1: 10
nor2_1: 2
clkbuf_1: 2
nor4b_1: 1
conb_1: 1
nor2b_1: 1
o21ai_1: 4
nor3_2: 1
dfstp_2: 6
-- state kept, by name, summed over array words and instances (netlist names) --
register,count
contador_dezena.load,1
contador_dezena.count,4
contador_unidade.count,4
contador_unidade.load,1
contador_dezena.carry,1
contador_unidade.carry,1
-- per-layer routing --
metal	vias up	global-route usage (%)	wire length, um
met5	-	0	0
met4	0	0.257	6
met3	2	2.75	212
met2	22	2.98	385
met1	185	4.54	612
li1	210	-	-
-- placed cells by master (no fill, tap or decap) --
cell type / instances
o41ai_2: 2
clkbuf_8: 3
xnor2_1: 2
and2_1: 1
conb_1: 2
o21ai_0: 3
nor3_1: 1
clkbuf_1: 1
o21ai_1: 4
inv_1: 1
nor2b_1: 1
nor4b_1: 1
a21oi_1: 3
clkdlybuf4s50_1: 18
nor2_1: 2
or2_4: 2
dfstp_2: 6
dfrtp_1: 6
nor3_2: 1
mux2_2: 2
nand2_1: 10
-- worst register-to-register path, delay by kind of cell (launching register included) --
kind,cells,cell delay [ns]
AOI/OAI and AO/OA,1,0.06
and+or+nand+nor,1,0.14
DFF,1,0.56
muxes,1,0.25
-- stage by stage --
step           utilization [%]  instance area [um2]  power (W)  hold WS, ns  std cells
2_1_floorplan                -                  548   0.000225        0.280         52
3_3_place_gp              15.7                  808   0.000286        0.533        138
3_5_place_dp              15.7                  808   0.000284        0.528        138
4_1_cts                   16.6                  853   0.000472        0.542        142
5_1_grt                   16.6                  853   0.000500        0.581        142
6_report                  16.6                  853   0.000467        0.533        142
-- logic make-up after synthesis --
group           after synthesis  share of synthesized area, %
compound gates               12                          15.2
buf+inv                       3                          2.07
other cells                   1                         0.689
xor+xnor                      2                          3.22
simple gates                 19                          18.2
flops                        12                          56.6
mux                           2                          4.14
-- path summary, 6_finish.rpt --
path | end | cells past startpoint
worst max-delay path | uni_segundos[3] | 1
min in group clk0 | contador_unidade.count[3] | 2
worst max register to register | contador_unidade.count[1] | 3
worst min register to register | contador_unidade.count[3] | 2
worst min-delay path | contador_unidade.carry | 2
max in group asynchronous | contador_unidade.count[3] | 2
Power and IR drop assume default switching activity.
